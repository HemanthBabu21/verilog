`/design/flow/config.mk`:
```
export PLATFORM = sky130hd
export DESIGN_NAME = com_4bit
export DESIGN_NICKNAME = com_4bit
export VERILOG_FILES = /design/flow/design.v
export SDC_FILE = /design/flow/constraint.sdc
export NUM_CORES = 4
export LEC_CHECK = 1
export CORE_AREA = 10 10 70 70
export DIE_AREA = 0 0 80 80
```
`/design/flow/constraint.sdc`:
```
current_design com_4bit

set clk_period 2.9
set clk_io_pct 0.2

create_clock -name clk0 -period $clk_period

set non_clock_inputs [all_inputs -no_clocks]
set_input_delay [expr $clk_period * $clk_io_pct] -clock clk0 $non_clock_inputs
set_output_delay [expr $clk_period * $clk_io_pct] -clock clk0 [all_outputs]
```
`/design/flow/design.v`:
```
module com_4bit(input [3:0]a,
                input [3:0]b,
                output a_grater,
                output a_equal,
                output a_lesser );
assign a_grater=(a>b)?1'b1:1'b0;
assign a_equal=(a==b)?1'b1:1'b0;
assign a_lesser=(a<b)?1'b1:1'b0;
endmodule
```
`/design/flow/run.sh`:
```
#!/bin/bash
# OpenROAD 26Q1-2900-gdf79404cd8, Yosys 0.63+post, stock flow scripts
make -C /OpenROAD-flow-scripts/flow DESIGN_CONFIG=/design/flow/config.mk WORK_HOME=/design/flow/orfs finish
```
==> impl_metrics.py <==
# Synthesis and PnR figures
metrics = {
    "drt": {
        "routed_via_density": 2.027,
        "via_count": 148,
        "wl_per_cell_um": 6.767,
        "wl_um": 494,
        "drt_iter0_drc": 0,
        "diodes": 0,
        "drc_errors": 0,
        "dr.pass1.iters": 1,
        "final_antenna_net_count": 0,
    },
    "synth": {
        "ys_seq_share_pct": 0,
        "yosys_warnings": 0,
        "syn_avg_cell_area_um2": 8.055,
        "synth_cell_types": 9,
        "ys_cells": 16,
        "synth-area-yosys_um2": 128.9,
        "synthCells": 16,
        "synthesis.area_um2": 128.9,
    },
    "floorplanning": {
        "fp.dieW_um": 80,
        "fp.coreArea_um2": 3416,
        "fp_util_pct": 3.773,
        "dieArea_um2": 6400,
        "ios": 11,
        "rows": 21,
        "die_h_um": 80,
    },
    "worst_setup_path": {
        "cp_num_cells": 7,
        "cp_max_fo": 2,
        "worstPathArrival_ns": 2.24,
        "cp_top_family": "buffers and inverters",
        "path_cells": "clkdlybuf4s50_1 > inv_1 > ha_1 > nand2_1 > o21bai_4 > a21oi_2 > clkdlybuf4s50_1",
        "worst-path-buf-inv": 3,
        "critPathMaxStageDelay_ns": 0.48,
        "critPathLaunch": "b[3]",
        "cp-end-kind": "primary output",
        "setup.worst_path.start_class": "input pin",
        "critPathKind": "in2out",
        "slowest_stage": "clkdlybuf4s50_1",
        "crit_end": "a_grater",
        "worstPathRequired_ns": 2.32,
        "cpMostUsedCell": "clkdlybuf4s50_1",
    },
    "power_and_ir_drop": {
        "clkPwrFrac_pct": 0,
        "comb_power_share_pct": 100.0,
        "switching_share_pct": 31.90,
        "p_seq_share_pct": 0,
        "power.density_nw_per_um2": 136.5,
        "p_int_uw": 27.92,
        "peakVddDrop_v": 0.00001647,
        "p_leak_uw": 0.0001188,
        "p_sw_uw": 13.08,
    },
    "hold_path": {
        "hp-class": "in2out",
    },
    "finish": {
        "seq_cells": 0,
        "num-fill-cells": 405,
        "area_growth_pct": 133.0,
        "register_area_um2": 0,
        "nClkBuffers": 0,
        "drive_above_1_share_pct": 14.81,
    },
    "global_routing": {
        "antenna_found_initial": 0,
        "grt_pass1_vias": 155,
        "overflow": 0,
        "grt.total_usage_pct": 1.432,
        "grt_max_degree": 3,
        "grt_pass1_wl_um": 724,
    },
    "job": {
        "warning_count": 32,
        "cap_violations": 0,
    },
    "clock_network": {
        "cts_setup_buffers": 0,
        "postCtsHoldBufs": 0,
    },
    "final_timing": {
        "tightest_slew_ns": 0.2026,
        "slew_headroom_pct": 86.44,
        "hold_ws_ns": 2.366,
        "fmax_ghz": 0.3543,
        "fin_crit_ns": 2.822,
        "setup_violations": 0,
        "min_period_over_period_pct": 97.32,
        "drv_slew": 0,
        "hold_violations": 0,
        "tns_ns": 0,
        "rsz0062_at_grt": "false",
    },
    "placed_design": {
        "gp_congestion": 0.6381,
        "portBuffers": 11,
    },
    "outcome": {
        "status": "finished, final reports clean",
    },
}
timing repair:
item,4_1_cts,5_1_grt
endpoints found under the hold margin,0,0
endpoints found under the setup margin,0,1
resized,0,1
tightest hold or removal path, cell delays in order:
cell and delay (ns):
clkdlybuf4s50_1 0.40, ha_1 0.27, nand2_1 0.06, nor2_1 0.06
clkdlybuf4s50_1 0.42
routing by layer:
metal  up-vias  global-route usage (%)  wire length [um]
met2         7                   2.648               219
met3         0                  0.9091                81
met5         -                       0                 0
met1        67                   1.384               193
met4         0                       0                 0
li1         74                       -                 -
worst min path at each step:
| stage | startpoint | to | slack [ns] | cells after the start |
|---|---|---|---|---|
| CTS | b[0] | a_equal | 2.38 | 5 |
| global route | a[1] | a_equal | 2.42 | 5 |
| finish | b[0] | a_equal | 2.37 | 5 |
layout make-up:
type	instances	area (um^2)	share of cell area (%)
well taps	46	57.56	19.17
multi-input cells	12	117.6	39.17
repair buffers	11	110.1	36.67
inverters	4	15.01	5.000
cells in the final DEF, fill, tap and decap left out:
cell type        Yosys  routed
and2_1               1       1
o21bai_4             1       1
nor2b_4              1       1
ha_1                 4       4
nand2_1              2       2
nor2_1               1       1
inv_1                4       4
a21oi_2              1       2
clkdlybuf4s50_1      0      11
power groups by stage:
stage	logic [uW]	registers, uW	clock network, uW
final	41.0	0	0
after CTS	40.8	0	0
after global routing	45.2	0	0
cells by family (layout without fill, tap and decap cells):
family / after synthesis / after routing / share of synthesized area, %
AOI/OAI and AO/OA: 3 / 3 / 25.24
adders and majority gates: 4 / 4 / 38.84
buffers and inverters: 4 / 15 / 11.65
and+or+nand+nor: 5 / 5 / 24.27
cells in the mapped netlist:
master    number  area [um^2]
nor2b_4        1        13.76
ha_1           4        50.05
nor2_1         1        3.750
a21oi_1        1        5.000
inv_1          4        15.01
o21bai_4       1        18.77
nand2_1        2        7.510
and2_1         1        6.260
a21oi_2        1        8.760
stage by stage:
| step | total power (uW) | cells | instance area [um^2] | setup slack [ns] | utilization [%] |
|---|---|---|---|---|---|
| floorplan | 17.43 | 16 | 128.9 | 1.105 | - |
| global placement | 40.25 | 73 | 296.5 | 0.02597 | 8.681 |
| detailed placement | 40.43 | 73 | 296.5 | 0.06646 | 8.681 |
| CTS | 40.84 | 73 | 296.5 | 0.05870 | 8.681 |
| global route | 45.17 | 73 | 300.3 | 0.008449 | 8.791 |
| finish | 41.00 | 73 | 300.3 | 0.07761 | 8.791 |
Power figures rest on the tool's default switching activity, not on a simulated workload.
